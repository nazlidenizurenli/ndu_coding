==> flow/design.v <==
`timescale 1ns/1ns
module REGISTER(q, d, clk);
   parameter N = 1;
   output reg [N-1:0] q;
   input [N-1:0]      d;
   input 	     clk;
   initial q = {N{1'b0}};
   always @(posedge clk)
    q <= d;
endmodule  
module REGISTER_CE(q, d, ce, clk);
   parameter N = 1;
   output reg [N-1:0] q;
   input [N-1:0]      d;
   input 	      ce, clk;
   initial q = {N{1'b0}};
   always @(posedge clk)
     if (ce) q <= d;
endmodule  
module REGISTER_R(q, d, rst, clk);
   parameter N = 1;
   parameter INIT = {N{1'b0}};
   output reg [N-1:0] q;
   input [N-1:0]      d;
   input 	      rst, clk;
   initial q = INIT;
   always @(posedge clk)
     if (rst) q <= INIT;
     else q <= d;
endmodule  
module REGISTER_R_CE(q, d, rst, ce, clk);
   parameter N = 1;
   parameter INIT = {N{1'b0}};
   output reg [N-1:0] q;
   input [N-1:0]      d;
   input 	      rst, ce, clk;
   initial q = INIT;
   always @(posedge clk)
     if (rst) q <= INIT;
     else if (ce) q <= d;
endmodule  
module ASYNC_ROM(q, addr, clk);
    parameter DWIDTH = 8;                
    parameter AWIDTH = 8;                
    parameter DEPTH = 256;               
    parameter MEM_INIT_HEX_FILE = "";
    parameter MEM_INIT_BIN_FILE = "";
    input [AWIDTH-1:0] addr;             
    input 	           clk;
    output [DWIDTH-1:0] q;
    (* ram_style = "distributed" *) reg [DWIDTH-1:0] mem [DEPTH-1:0];
    integer i;
    initial begin
        if (MEM_INIT_HEX_FILE != "") begin
	          $readmemh(MEM_INIT_HEX_FILE, mem);
        end
        else if (MEM_INIT_BIN_FILE != "") begin
	          $readmemb(MEM_INIT_BIN_FILE, mem);
        end
        else begin
            for (i = 0; i < DEPTH; i = i + 1) begin
                mem[i] = 0;
            end
        end
    end
    assign q = mem[addr];
endmodule  
module ASYNC_RAM(q, d, addr, we, clk);
    parameter DWIDTH = 8;                
    parameter AWIDTH = 8;                
    parameter DEPTH = 256;               
    parameter MEM_INIT_HEX_FILE = "";
    parameter MEM_INIT_BIN_FILE = "";
    input [DWIDTH-1:0] d;                
    input [AWIDTH-1:0] addr;             
    input 	           we, clk;
    output [DWIDTH-1:0] q;
    (* ram_style = "distributed" *) reg [DWIDTH-1:0] mem [DEPTH-1:0];
    integer i;
    initial begin
        if (MEM_INIT_HEX_FILE != "") begin
	          $readmemh(MEM_INIT_HEX_FILE, mem);
        end
        else if (MEM_INIT_BIN_FILE != "") begin
	          $readmemb(MEM_INIT_BIN_FILE, mem);
        end
        else begin
            for (i = 0; i < DEPTH; i = i + 1) begin
                mem[i] = 0;
            end
        end
    end
    always @(posedge clk) begin
        if (we)
            mem[addr] <= d;
    end
    assign q = mem[addr];
endmodule  
module SYNC_ROM(q, addr, clk);
    parameter DWIDTH = 8;                
    parameter AWIDTH = 8;                
    parameter DEPTH = 256;               
    parameter MEM_INIT_HEX_FILE = "";
    parameter MEM_INIT_BIN_FILE = "";
    input [AWIDTH-1:0] addr;             
    input 	           clk;
    output [DWIDTH-1:0] q;
    (* ram_style = "block" *) reg [DWIDTH-1:0] mem [DEPTH-1:0];
    integer i;
    initial begin
        if (MEM_INIT_HEX_FILE != "") begin
	          $readmemh(MEM_INIT_HEX_FILE, mem);
        end
        else if (MEM_INIT_BIN_FILE != "") begin
	          $readmemb(MEM_INIT_BIN_FILE, mem);
        end
        else begin
            for (i = 0; i < DEPTH; i = i + 1) begin
                mem[i] = 0;
            end
        end
    end
    reg [DWIDTH-1:0] read_reg_val;
    always @(posedge clk) begin
        read_reg_val <= mem[addr];
    end
    assign q = read_reg_val;
endmodule  
module SYNC_RAM(q, d, addr, we, clk);
    parameter DWIDTH = 8;                
    parameter AWIDTH = 8;                
    parameter DEPTH = 256;               
    parameter MEM_INIT_HEX_FILE = "";
    parameter MEM_INIT_BIN_FILE = "";
    input [DWIDTH-1:0] d;                
    input [AWIDTH-1:0] addr;             
    input 	           we, clk;
    output [DWIDTH-1:0] q;
    (* ram_style = "block" *) reg [DWIDTH-1:0] mem [DEPTH-1:0];
    integer i;
    initial begin
        if (MEM_INIT_HEX_FILE != "") begin
	          $readmemh(MEM_INIT_HEX_FILE, mem);
        end
        else if (MEM_INIT_BIN_FILE != "") begin
	          $readmemb(MEM_INIT_BIN_FILE, mem);
        end
        else begin
            for (i = 0; i < DEPTH; i = i + 1) begin
                mem[i] = 0;
            end
        end
    end
    reg [DWIDTH-1:0] read_reg_val;
    always @(posedge clk) begin
        if (we)
            mem[addr] <= d;
        read_reg_val <= mem[addr];
    end
    assign q = read_reg_val;
endmodule  
module XILINX_SYNC_RAM_DP(q0, d0, addr0, we0, q1, d1, addr1, we1, clk, rst);
    parameter DWIDTH = 8;                
    parameter AWIDTH = 8;                
    parameter DEPTH = 256;               
    parameter MEM_INIT_HEX_FILE = "";
    parameter MEM_INIT_BIN_FILE = "";
    input clk;
    input rst;
    input [DWIDTH-1:0] d0;                
    input [AWIDTH-1:0] addr0;             
    input 	           we0;
    output [DWIDTH-1:0] q0;
    input [DWIDTH-1:0] d1;                
    input [AWIDTH-1:0] addr1;             
    input 	           we1;
    output [DWIDTH-1:0] q1;
    (* ram_style = "block" *) reg [DWIDTH-1:0] mem [DEPTH-1:0];
    integer i;
    initial begin
        if (MEM_INIT_HEX_FILE != "") begin
	          $readmemh(MEM_INIT_HEX_FILE, mem);
        end
        else if (MEM_INIT_BIN_FILE != "") begin
	          $readmemb(MEM_INIT_BIN_FILE, mem);
        end
        else begin
            for (i = 0; i < DEPTH; i = i + 1) begin
                mem[i] = 0;
            end
        end
    end
    reg [DWIDTH-1:0] read0_reg_val;
    reg [DWIDTH-1:0] read1_reg_val;
    always @(posedge clk) begin
        if (we0)
            mem[addr0] <= d0;
        if (rst)
            read0_reg_val <= 0;
        else
            read0_reg_val <= mem[addr0];
    end
    always @(posedge clk) begin
        if (we1)
            mem[addr1] <= d1;
        if (rst)
            read1_reg_val <= 0;
        else
            read1_reg_val <= mem[addr1];
    end
    assign q0 = read0_reg_val;
    assign q1 = read1_reg_val;
endmodule  
module XILINX_ASYNC_RAM_DP(q0, d0, addr0, we0, q1, d1, addr1, we1, clk, rst);
    parameter DWIDTH = 8;                
    parameter AWIDTH = 8;                
    parameter DEPTH = 256;               
    parameter MEM_INIT_HEX_FILE = "";
    parameter MEM_INIT_BIN_FILE = "";
    input clk;
    input rst;
    input [DWIDTH-1:0] d0;                
    input [AWIDTH-1:0] addr0;             
    input 	           we0;
    output [DWIDTH-1:0] q0;
    input [DWIDTH-1:0] d1;                
    input [AWIDTH-1:0] addr1;             
    input 	           we1;
    output [DWIDTH-1:0] q1;
    (* ram_style = "distributed" *) reg [DWIDTH-1:0] mem [DEPTH-1:0];
    integer i;
    initial begin
        if (MEM_INIT_HEX_FILE != "") begin
	          $readmemh(MEM_INIT_HEX_FILE, mem);
        end
        else if (MEM_INIT_BIN_FILE != "") begin
	          $readmemb(MEM_INIT_BIN_FILE, mem);
        end
        else begin
            for (i = 0; i < DEPTH; i = i + 1) begin
                mem[i] = 0;
            end
        end
    end
    always @(posedge clk) begin
        if (we0)
            mem[addr0] <= d0;
    end
    always @(posedge clk) begin
        if (we1)
            mem[addr1] <= d1;
    end
    assign q0 = mem[addr0];
    assign q1 = mem[addr1];
endmodule  
module ASIC_SYNC_RAM_DP(q0, d0, addr0, we0, q1, d1, addr1, we1, clk);
    parameter DWIDTH = 8;                
    parameter AWIDTH = 8;                
    parameter DEPTH = 256;               
    parameter MEM_INIT_HEX_FILE = "";
    parameter MEM_INIT_BIN_FILE = "";
    input clk;
    input [DWIDTH-1:0] d0;                
    input [AWIDTH-1:0] addr0;             
    input 	           we0;
    output [DWIDTH-1:0] q0;
    input [DWIDTH-1:0] d1;                
    input [AWIDTH-1:0] addr1;             
    input 	           we1;
    output [DWIDTH-1:0] q1;
    reg [DWIDTH-1:0] mem [DEPTH-1:0];
    integer i;
    initial begin
        if (MEM_INIT_HEX_FILE != "") begin
	          $readmemh(MEM_INIT_HEX_FILE, mem);
        end
        else if (MEM_INIT_BIN_FILE != "") begin
	          $readmemb(MEM_INIT_BIN_FILE, mem);
        end
        else begin
            for (i = 0; i < DEPTH; i = i + 1) begin
                mem[i] = 0;
            end
        end
    end
    reg [DWIDTH-1:0] read0_reg_val;
    reg [DWIDTH-1:0] read1_reg_val;
    always @(posedge clk) begin
        if (we0)
            mem[addr0] <= d0;
        if (we1)
            mem[addr1] <= d1;
        read0_reg_val <= mem[addr0];
        read1_reg_val <= mem[addr1];
    end
    assign q0 = read0_reg_val;
    assign q1 = read1_reg_val;
endmodule  
module ASIC_ASYNC_RAM_DP(q0, d0, addr0, we0, q1, d1, addr1, we1, clk);
    parameter DWIDTH = 8;                
    parameter AWIDTH = 8;                
    parameter DEPTH = 256;               
    parameter MEM_INIT_HEX_FILE = "";
    parameter MEM_INIT_BIN_FILE = "";
    input clk;
    input [DWIDTH-1:0] d0;                
    input [AWIDTH-1:0] addr0;             
    input 	           we0;
    output [DWIDTH-1:0] q0;
    input [DWIDTH-1:0] d1;                
    input [AWIDTH-1:0] addr1;             
    input 	           we1;
    output [DWIDTH-1:0] q1;
    reg [DWIDTH-1:0] mem [DEPTH-1:0];
    integer i;
    initial begin
        if (MEM_INIT_HEX_FILE != "") begin
	          $readmemh(MEM_INIT_HEX_FILE, mem);
        end
        else if (MEM_INIT_BIN_FILE != "") begin
	          $readmemb(MEM_INIT_BIN_FILE, mem);
        end
        else begin
            for (i = 0; i < DEPTH; i = i + 1) begin
                mem[i] = 0;
            end
        end
    end
    always @(posedge clk) begin
        if (we0)
            mem[addr0] <= d0;
        if (we1)
            mem[addr1] <= d1;
    end
    assign q0 = mem[addr0];
    assign q1 = mem[addr1];
endmodule  
module REGFILE_1W1R(d0, addr0, we0, q1, addr1, clk, rst);
    parameter DWIDTH = 8;                
    parameter AWIDTH = 8;                
    parameter DEPTH = 256;               
    parameter MEM_INIT_HEX_FILE = "";
    parameter MEM_INIT_BIN_FILE = "";
    input clk;
    input rst;
    input [DWIDTH-1:0] d0;                
    input [AWIDTH-1:0] addr0;             
    input 	           we0;
    input [AWIDTH-1:0] addr1;             
    output [DWIDTH-1:0] q1;
    reg [DWIDTH-1:0] mem [DEPTH-1:0];
    integer i;
    initial begin
        if (MEM_INIT_HEX_FILE != "") begin
	          $readmemh(MEM_INIT_HEX_FILE, mem);
        end
        else if (MEM_INIT_BIN_FILE != "") begin
	          $readmemb(MEM_INIT_BIN_FILE, mem);
        end
        else begin
            for (i = 0; i < DEPTH; i = i + 1) begin
                mem[i] = 0;
            end
        end
    end
    always @(posedge clk) begin
        if (rst) begin
            for (i = 0; i < DEPTH; i = i + 1) begin
                mem[i] <= 0;
            end
        end
        if (we0 === 1)
            mem[addr0] <= d0;
    end
    assign q1 = mem[addr1];
endmodule  
module REGFILE_1W2R(d0, addr0, we0, q1, addr1, q2, addr2, clk, rst);
    parameter DWIDTH = 8;                
    parameter AWIDTH = 8;                
    parameter DEPTH = 256;               
    parameter MEM_INIT_HEX_FILE = "";
    parameter MEM_INIT_BIN_FILE = "";
    input clk;
    input rst;
    input [DWIDTH-1:0] d0;                
    input [AWIDTH-1:0] addr0;             
    input 	           we0;               
    input [AWIDTH-1:0] addr1;             
    output [DWIDTH-1:0] q1;
    input [AWIDTH-1:0] addr2;             
    output [DWIDTH-1:0] q2;
    reg [DWIDTH-1:0] mem [DEPTH-1:0];
    integer i;
    initial begin
        if (MEM_INIT_HEX_FILE != "") begin
	          $readmemh(MEM_INIT_HEX_FILE, mem);
        end
        else if (MEM_INIT_BIN_FILE != "") begin
	          $readmemb(MEM_INIT_BIN_FILE, mem);
        end
        else begin
            for (i = 0; i < DEPTH; i = i + 1) begin
                mem[i] = 0;
            end
        end
    end
    always @(posedge clk) begin
        if (rst) begin
            for (i = 0; i < DEPTH; i = i + 1) begin
                mem[i] <= 0;
            end
        end
        if (we0 == 1 && addr0 != 0)
            mem[addr0] <= d0;
    end
    assign q1 = mem[addr1];
    assign q2 = mem[addr2];
endmodule  
module SYNC_RAM_WBE(q, d, addr, wbe, clk, rst);
    parameter DWIDTH = 8;                
    parameter AWIDTH = 8;                
    parameter DEPTH = 256;               
    parameter MEM_INIT_HEX_FILE = "";
    parameter MEM_INIT_BIN_FILE = "";
    input [DWIDTH-1:0] d;                
    input [AWIDTH-1:0] addr;             
    input [DWIDTH/8-1:0] wbe;
    input clk, rst;
    output [DWIDTH-1:0] q;
    (* ram_style = "block" *) reg [DWIDTH-1:0] mem [DEPTH-1:0];
    integer i;
    initial begin
        if (MEM_INIT_HEX_FILE != "") begin
	          $readmemh(MEM_INIT_HEX_FILE, mem);
        end
        else if (MEM_INIT_BIN_FILE != "") begin
	          $readmemb(MEM_INIT_BIN_FILE, mem);
        end
        else begin
            for (i = 0; i < DEPTH; i = i + 1) begin
                mem[i] = 0;
            end
        end
    end
    reg [DWIDTH-1:0] read_reg_val;
    always @(posedge clk) begin
        for (i = 0; i < DWIDTH/8; i = i+1) begin
            if (wbe[i])
                mem[addr][i*8 +: 8] <= d[i*8 +: 8];
        end
        if (rst)
            read_reg_val <= 0;
        else
            read_reg_val <= mem[addr];
    end
    assign q = read_reg_val;
endmodule  
==> flow/run.sh <==
#!/bin/bash
# OpenROAD 26Q1-2900-gdf79404cd8, Yosys 0.63+post, stock flow scripts
make -C /OpenROAD-flow-scripts/flow DESIGN_CONFIG=/design/flow/config.mk WORK_HOME=/design/flow/orfs finish
==> flow/config.mk <==
export PLATFORM = sky130hd
export DESIGN_NAME = XILINX_ASYNC_RAM_DP
export DESIGN_NICKNAME = XILINX_ASYNC_RAM_DP
export VERILOG_FILES = /design/flow/design.v
export SDC_FILE = /design/flow/constraint.sdc
export NUM_CORES = 4
export LEC_CHECK = 1
export CORE_UTILIZATION = 50
==> flow/constraint.sdc <==
current_design XILINX_ASYNC_RAM_DP

set clk_period 18.0
set clk_io_pct 0.2

create_clock -name clk0 -period $clk_period [get_ports {clk}]

set non_clock_inputs [all_inputs -no_clocks]
set_input_delay [expr $clk_period * $clk_io_pct] -clock clk0 $non_clock_inputs
set_output_delay [expr $clk_period * $clk_io_pct] -clock clk0 [all_outputs]
==> reports/qor.yml <==
grt_max_degree: 101
relSlewSlack_pct: -10.29
crit_required_ns: 14.40
synth.avg_cell_area_sq_um: 16.00
synth_chip_area_sq_um: 121100
p_total_mw: 11.27
cp_num_buf_inv: 6
tightest_slew_ns: 1.633
met2_usage_pct: 55.28
ctsHtreeMaxLevel: 4
cts_sinks: 2048
p_leak_nw: 41.49
path_class: "primary input to output pin"
fin_crit_sh_pct: 74.19
holdBufCountCts: 0
vias_per_cell: 7.091
synth_flops: 2048
top_regs: "mem: 2048 flops"
grt_pass1_wl_microns: 615300
gp_congestion: 1.016
cts_resized: 0
cp_cell_sequence: "buf_8 > buf_12 > buf_4 > buf_4 > mux4_2 > a22oi_1 > a21oi_1 > o41ai_1 > buf_4 > nand4_1 > clkdlybuf4s50_1"
fin_hold_ws_ns: 3.284
crit_top_cell: "buf_4"
gr-max-usage-layer: "met2"
utilization_pct: 55.50
finalSetupTns_ns: 0
crit_path_max_incr_delay_ns: 1.12
crit_family: "buffers and inverters"
yosysUniqueCellTypes: 34
root_buffer: "clkbuf_16"
portBuffers: 50
rsz0062_at_grt: "false"
finalHoldViolCount: 0
final_area_sq_um: 133600
fp-utilization_pct: 50.30
syn2layout_area_growth_pct: 10.35
combGateArea_sq_um: 55850
violations: "capacitance limit, slew limit"
cts_max_path_buffers: 3
setup_violations: 0
numCtsBuffers: 228
die_w_microns: 494.1
largest-register: "mem"
cp_max_fo: 65
drive_gt1_share_pct: 54.68
regArea_sq_um: 61500
power_density_nw_per_um2: 84.32
grt.overflow.total: 0
status: "complete, but fails checks"
cp_slowest_cell: "o41ai_1"
min_period_ns: 13.35
path_clk_slew_ns: 0.06
core-area_sq_um: 240800
warning_count: 30
worstHoldPathType: "primary input to flip-flop"
maxSlewViolCount: 4
ys_warn_count: 1
postCtsSetupBuffers: 0
use_met1_pct: 51.48
drv_cap: 2
pin_count: 52
antenna_found_initial: 24
lay_top_cells: "edfxtp_1, mux2_2, mux4_2"
synthArstFlopShare_pct: 0
setup.worst_path.end_class: "output pin"
hpwl_microns: 274600
dpl_cell_area_sq_um: 126200
drc_errors: 0
wirelength_microns: 437100
ir_worst_vdd_mv: 0.08254
netlist_instances: 7569
cp.arrival_ns: 9.75
grt_usage_pct: 39.88
edf_count: 2048
fmax_mhz: 74.89
synth_stat.cells: 7569
synth_area_sq_um: 121100
fillers: 18710
drtPass1Iterations: 6
synthFlopType: "edfxtp_1"
wire_per_inst_microns: 40.28
dieArea_sq_um: 244200
tritoncts: "done"
largest_reg_flops: 2048
gr-usage-met3_pct: 24.72
ys_seq_share_pct: 50.78
drtAntennaViolNets: 0
worst_setup_path_start_kind: "primary input"
layout_top_cell: "edfxtp_1"
initialDrtViolationCount: 5671
row_count: 180
grt_pass1_vias: 82250
vias: 76950
die_h_microns: 494.1
[path summary, 6_finish.rpt]
path     start                     to  slack [ns]  cells past startpoint
max   addr1[0]                  q1[2]        4.65                     11
min      d0[6]  mem[241][6]$_DFFE_PP_        3.28                      2
[through the flow]
step / setup WS, ns / cells
finish: 4.647 / 10850
global route: 4.514 / 10850
CTS: 4.910 / 10820
detailed placement: 4.914 / 10410
global placement: 4.848 / 10410
floorplan: 9.004 / 7569
[cell usage after synthesis, types with 4 or more instances]
cell / number / area share [%]
edfxtp_1: 2048 / 51
mux2_2: 2027 / 19
mux4_2: 1024 / 19
clkbuf_1: 723 / 2.2
a22oi_1: 512 / 3.2
a21oi_1: 256 / 1.1
o22ai_1: 160 / 0.83
nor2_2: 120 / 0.62
nand2_1: 103 / 0.32
buf_2: 100 / 0.41
o21ai_0: 96 / 0.40
buf_1: 62 / 0.19
o41ai_1: 62 / 0.45
nand2_2: 50 / 0.26
nor2_1: 49 / 0.15
buf_4: 38 / 0.24
buf_6: 25 / 0.23
mux2_1: 21 / 0.20
nand4_1: 16 / 0.083
nor2b_1: 16 / 0.083
nand3_1: 13 / 0.054
nor2_4: 13 / 0.12
nand2b_1: 8 / 0.041
and2_1: 7 / 0.036
nor3b_1: 4 / 0.025
[where the power goes]
| part | internal [mW] | switching (mW) | leakage, nW | total [mW] |
|---|---|---|---|---|
| clock | 2.74 | 2.00 | 3.58 | 4.73 |
| sequential | 5.27 | 0.00839 | 18.4 | 5.28 |
| combinational | 0.494 | 0.765 | 19.5 | 1.26 |
| total | 8.50 | 2.77 | 41.5 | 11.3 |
[area by class of cell]
class / instances / area share (%)
well taps: 3185 / 2.982
flip-flops and latches: 2048 / 46.02
multi-input cells: 4573 / 41.80
diodes: 30 / 0.05618
clock inverters: 134 / 1.053
repair buffers: 600 / 3.624
clock buffers: 281 / 4.466
[cells by family (layout without fill, tap and decap cells)]
| group | after synthesis | count (layout) | synth area share [%] |
|---|---|---|---|
| other | 0 | 30 | 0 |
| multiplexers | 3072 | 3072 | 38.09 |
| AND-OR/OR-AND | 1088 | 1088 | 5.931 |
| buffers and inverters | 948 | 1015 | 3.314 |
| flip-flops | 2048 | 2048 | 50.78 |
| AND/OR/NAND/NOR | 413 | 413 | 1.884 |
[metal layers]
layer / wire length [microns] / share of wire (%) / up-vias
met4: 28010 / 6.4 / 50
met3: 67800 / 16 / 1093
li1: - / - / 31280
met5: 1110 / 0.25 / -
met1: 142600 / 33 / 39640
met2: 197500 / 45 / 4881
Power is estimated from default activity; no workload was simulated.
